==> /design/flow/design.v <==
module Decoder4to16(
    input [3:0] in,
    input load,
    output  [15:0] out
);
wire w0,w1,w2,w3,w4;
not n0(w0,in[0]);
not n1(w1,in[1]);
not n2(w2,in[2]);
not n3(w3,in[3]);
and y0(out[0],w0,w1,w2,w3,load); 
and y1(out[1],in[0],w1,w2,w3,load); 
and y2(out[2],w0,in[1],w2,w3,load); 
and y3(out[3],in[0],in[1],w2,w3,load); 
and y4(out[4],w0,w1,in[2],w3,load); 
and y5(out[5],in[0],w1,in[2],w3,load); 
and y6(out[6],w0,in[1],in[2],w3,load); 
and y7(out[7],in[0],in[1],in[2],w3,load); 
and y8(out[8],w0,w1,w2,in[3],load);
and y9(out[9],in[0],w1,w2,in[3],load);
and y10(out[10],w0,in[1],w2,in[3],load);
and y11(out[11],in[0],in[1],w2,in[3],load);
and y12(out[12],w0,w1,in[2],in[3],load);
and y13(out[13],in[0],w1,in[2],in[3],load);
and y14(out[14],w0,in[1],in[2],in[3],load);
and y15(out[15],in[0],in[1],in[2],in[3],load);
endmodule
==> /design/flow/run.sh <==
#!/bin/bash
# OpenROAD 26Q1-2900-gdf79404cd8, Yosys 0.63+post, stock flow scripts
make -C /OpenROAD-flow-scripts/flow DESIGN_CONFIG=/design/flow/config.mk WORK_HOME=/design/flow/orfs finish
==> /design/flow/config.mk <==
export PLATFORM = sky130hd
export DESIGN_NAME = Decoder4to16
export DESIGN_NICKNAME = Decoder4to16
export VERILOG_FILES = /design/flow/design.v
export SDC_FILE = /design/flow/constraint.sdc
export NUM_CORES = 4
export LEC_CHECK = 1
export CORE_AREA = 10 10 70 70
export DIE_AREA = 0 0 80 80
==> /design/flow/constraint.sdc <==
current_design Decoder4to16

set clk_period 1.2
set clk_io_pct 0.2

create_clock -name clk0 -period $clk_period

set non_clock_inputs [all_inputs -no_clocks]
set_input_delay [expr $clk_period * $clk_io_pct] -clock clk0 $non_clock_inputs
set_output_delay [expr $clk_period * $clk_io_pct] -clock clk0 [all_outputs]
==> flow_summary.yaml <==
# synthesis and place-and-route metrics
layout:
  flop-count: 0
  area.growth.synth_to_final_pct: 374.5
  area.combinational_um2: 201.4
  layout.area.seq_um2: 0
  post-route-util: 0.1634
  filler_cell_count: 392
  nClkBuffers: 0
  drive_above_1_share: 0.8689
pwr:
  p_switching_uw: 51.76
  cellInternalPower_uw: 73.17
  seqPwrFrac: 0
  leakagePower_uw: 0.0002592
  power.share.switching: 0.4143
  power.share.clock: 0
  peakVddDrop_mv: 0.04488
  combPwrFrac: 1.000
  power_density_nw_per_um2: 223.9
  power_uw: 124.9
critical_path:
  critical_path.cell_chain: "buf_8, or3b_4, buf_6, nor2_2, buf_2"
  slowest_delay_ps: 420
  timing.critical_path.slowest_stage_cell: "sky130_fd_sc_hd__or3b_4"
  crit_path_start_kind: "input pin"
  setup.worst_path.class: "input pin to primary output"
  end_kind: "primary output"
  critPathMaxFanout: 4
  path_delay_family: "simple AND/OR/NAND/NOR gates"
  timing.critical_path.arrival_ps: 1080
  cp_num_buf_inv: 3
  crit_required_ps: 960
routing:
  avgViaCountPerCell: 2.935
  detailedRoute.firstPassIterationCount: 2
  drt-initial-drc-count: 4
  drt.antenna.violating_nets: 0
  drc_errors: 0
  detailroute.via_count: 314
  route.antenna.diode_count: 0
  wirelength_mm: 1.036
  wl_per_cell_um: 9.682
sta:
  finalSetupViolCount: 5
  final-hold-violation-count: 0
  tightest_slew_ps: 160.2
  min_period_over_period: 1.102
  max_slew_headroom: 0.8929
  clock.fmax_mhz: 756.2
  setup_ws_ps: -122.5
  slew_violations: 0
  final_setup_tns_ps: -474.8
  grt_setup_unrepaired: "true"
  period_needed_ps: 1322
global_route:
  initial_antenna_violation_count: 0
  grt_first_pass_wirelength_mm: 1.511
  grt_start_max_net_pins: 8
  gr-total-overflow: 0
  track_usage: 0.02886
  first_global_vias: 295
die:
  chipHeight_um: 80
  chipWidth_um: 80
  placementRows: 21
  top_level_ports: 21
  floorplan.core_util: 0.03443
  fp.coreArea_um2: 3416
  die-area_um2: 6400
synth:
  yosysUniqueCellTypes: 8
  netlist_area_um2: 117.6
  largest_non_sequential_cell_family_by_area: "simple AND/OR/NAND/NOR gates"
  yosys_cell_count: 23
  synth.mux.area_fraction: 0
  synth-seq-area-share: 0
  mean_syn_cell_area_um2: 5.114
  synth-area-yosys_um2: 117.6
  xor_share: 0
  simple_gate_area_frac: 1.000
  ys_sh_adder: 0
  yosys_warnings: 0
  synth-compound-area-share: 0
  syn_inst: 23
status:
  violations: "negative setup slack"
  outcome: "finished with violations"
hold_path:
  min_path_type: "input pin to primary output"
  min_to: "out[4]"
  worstHoldStart: "in[1]"
  holdPathStages: 3
placement:
  port_buffers: 21
  hpwlAfterDp_um: 748.7
  place.gp.congestion: 0.7534
  post-place-ws_ps: -819.1
clocking:
  post_cts_hold_buffer_count: 0
flow_run:
  warning_count: 34
  drv.max_cap_violation_count: 0
timing repair:
item,CTS,global route
pin swaps,17,8
setup buffers,13,2
endpoints found under the setup margin,16,11
resized,91,10
stage by stage:
stage | hold slack (ps) | cells | area, µm²
global placement | 1543 | 93 | 407.9
floorplan | 492.7 | 23 | 117.6
detailed placement | 1550 | 93 | 407.9
CTS | 738.2 | 106 | 516.7
finish | 746.1 | 107 | 558.0
global route | 768.8 | 107 | 558.0
power by group through the flow:
stage	Clock [µW]	Combinational [µW]	Sequential, µW
final	0	125	0
after global routing	0	134	0
after CTS	0	113	0
cell families (layout without fill, tap and decap cells):
kind of cell	after synthesis	in the layout
simple gates	23	23
buf+inv	0	38
layer usage:
layer / vias to the layer above / GRT usage / share of wire
met3: 0 / 0.01023 / 0.12
li1: 155 / - / -
met2: 14 / 0.04655 / 0.47
met5: - / 0 / 0
met1: 145 / 0.03823 / 0.40
met4: 0 / 0 / 0
placed cells by master (no fill, tap or decap):
cell / Yosys / layout
sky130_fd_sc_hd__buf_4: 0 / 13
sky130_fd_sc_hd__buf_2: 0 / 13
sky130_fd_sc_hd__nor2_2: 0 / 7
sky130_fd_sc_hd__buf_6: 0 / 7
sky130_fd_sc_hd__nor3_2: 1 / 3
sky130_fd_sc_hd__nor2_1: 12 / 3
sky130_fd_sc_hd__nand2b_4: 0 / 2
sky130_fd_sc_hd__nor2_4: 0 / 2
sky130_fd_sc_hd__nand3b_1: 2 / 2
sky130_fd_sc_hd__buf_8: 0 / 2
sky130_fd_sc_hd__dlygate4sd2_1: 0 / 2
sky130_fd_sc_hd__or3b_4: 1 / 1
sky130_fd_sc_hd__nand2_2: 0 / 1
sky130_fd_sc_hd__nor3_4: 0 / 1
sky130_fd_sc_hd__nand3_4: 0 / 1
sky130_fd_sc_hd__clkdlybuf4s15_1: 0 / 1
how the worst max path moves through the flow:
stage,startpoint,end,slack (ps),cells past startpoint
finish,in[3],out[2],-120,5
global route,in[3],out[2],-170,5
CTS,in[2],out[0],-190,5
Yosys cell counts (all sizes together):
cell type | count | share of area
nand2 | 1 | 0.032
nand2b | 2 | 0.11
nand3 | 1 | 0.043
nand3b | 2 | 0.13
nor2 | 12 | 0.38
nor3 | 4 | 0.21
or3b | 1 | 0.096
cell type report:
type,count,share of cell area
multi-input cells,23,0.3610
repair buffers,38,0.5359
well taps,46,0.1031
tightest hold or removal path: cells and delay by family:
family	cells	cell delay, ps
buffers and inverters	2	220
AND/OR/NAND/NOR	1	50
Power figures rest on the tool's default switching activity, not on a simulated workload.
