==> /design/flow/design.v <==
module Mux(
	input a,
	input b,
	input sel,
	output out
);
wire w1,w2,w3;
  nand Nand1(w1,sel,b);
  nand Nan2(w2,sel,sel);
  nand Nan3(w3,a,w2);
  nand Nand4(out,w1,w3);
endmodule
module Mux16(
	input [15:0] a,
	input [15:0] b,
   	input sel,
	output [15:0] out
);
 Mux m0(.a(a[0]),.b(b[0]),.sel(sel),.out(out[0]));
Mux m1(.a(a[1]),.b(b[1]),.sel(sel),.out(out[1]));
Mux m2(.a(a[2]),.b(b[2]),.sel(sel),.out(out[2]));
Mux m3(.a(a[3]),.b(b[3]),.sel(sel),.out(out[3]));
Mux m4(.a(a[4]),.b(b[4]),.sel(sel),.out(out[4]));
Mux m5(.a(a[5]),.b(b[5]),.sel(sel),.out(out[5]));
Mux m6(.a(a[6]),.b(b[6]),.sel(sel),.out(out[6]));
Mux m7(.a(a[7]),.b(b[7]),.sel(sel),.out(out[7]));
Mux m8(.a(a[8]),.b(b[8]),.sel(sel),.out(out[8]));
Mux m9(.a(a[9]),.b(b[9]),.sel(sel),.out(out[9]));
Mux m10(.a(a[10]),.b(b[10]),.sel(sel),.out(out[10]));
Mux m11(.a(a[11]),.b(b[11]),.sel(sel),.out(out[11]));
Mux m12(.a(a[12]),.b(b[12]),.sel(sel),.out(out[12]));
Mux m13(.a(a[13]),.b(b[13]),.sel(sel),.out(out[13]));
Mux m14(.a(a[14]),.b(b[14]),.sel(sel),.out(out[14]));
Mux m15(.a(a[15]),.b(b[15]),.sel(sel),.out(out[15]));
endmodule
module Mux16way(
    input [15:0] A,
    input [15:0] B,
    input [15:0] C,
    input [15:0] D,
    input [15:0] E,
    input [15:0] F,
    input [15:0] G,
    input [15:0] H,
    input [15:0] I,
    input [15:0] J,
    input [15:0] K,
    input [15:0] L,
    input [15:0] M,
    input [15:0] N,
    input [15:0] O,
    input [15:0] P,
    input [3:0] sel,
    output [15:0] out    
);
 wire [15:0] w1,w2;
  Mux8Way16 a1(.a(A),.b(B),.c(C),.d(D),.e(E),.f(F),.g(G),.h(H),.sel(sel[2:0]),.out(w1));
  Mux8Way16 a2(.a(I),.b(J),.c(K),.d(L),.e(M),.f(N),.g(O),.h(P),.sel(sel[2:0]),.out(w2));
  Mux16 a3(.a(w1),.b(w2), .sel(sel[3]),.out(out));
    endmodule
module Mux4Way16(
	input [15:0] a,
	input [15:0] b,
	input [15:0] c,
	input [15:0] d,
   	input [1:0] sel,
	output [15:0] out
);
wire [15:0] w1,w2;
	Mux16 m1(.a(a),.b(b),.sel(sel[0]),.out(w1));
	Mux16 m2(.a(c),.b(d),.sel(sel[0]),.out(w2));
	Mux16 m3(.a(w1),.b(w2),.sel(sel[1]),.out(out));
endmodule
module Mux8Way16(
	input [15:0] a,
	input [15:0] b,
	input [15:0] c,
	input [15:0] d,
	input [15:0] e,
	input [15:0] f,
	input [15:0] g,
	input [15:0] h,
   	input [2:0] sel,
	output [15:0] out
);
  wire [15:0] w1,w2;
  Mux4Way16 m0(.a(a),.b(b),.c(c),.d(d),.sel(sel[1:0]),.out(w1));
  Mux4Way16 m1(.a(e),.b(f),.c(g),.d(h),.sel(sel[1:0]),.out(w2));
  Mux16 m2(.a(w1),.b(w2),.sel(sel[2]),.out(out));
endmodule
==> /design/flow/run.sh <==
#!/bin/bash
# OpenROAD 26Q1-2900-gdf79404cd8, Yosys 0.63+post, stock flow scripts
make -C /OpenROAD-flow-scripts/flow DESIGN_CONFIG=/design/flow/config.mk WORK_HOME=/design/flow/orfs finish
==> /design/flow/config.mk <==
export PLATFORM = sky130hd
export DESIGN_NAME = Mux16way
export DESIGN_NICKNAME = Mux16way
export VERILOG_FILES = /design/flow/design.v
export SDC_FILE = /design/flow/constraint.sdc
export NUM_CORES = 4
export LEC_CHECK = 1
export CORE_AREA = 10 10 128 128
export DIE_AREA = 0 0 138 138
==> /design/flow/constraint.sdc <==
current_design Mux16way

set clk_period 2.3
set clk_io_pct 0.2

create_clock -name clk0 -period $clk_period

set non_clock_inputs [all_inputs -no_clocks]
set_input_delay [expr $clk_period * $clk_io_pct] -clock clk0 $non_clock_inputs
set_output_delay [expr $clk_period * $clk_io_pct] -clock clk0 [all_outputs]
==> results.yml <==
# synthesis and place-and-route metrics
synth:
  synth_top_cell_by_count: "mux4_2"
  yosys-top-cells-count: "54 x mux4_2, 32 x a22oi_1, 20 x buf_4, 16 x nand2_1, 10 x mux4_1"
  top_cell_area_share: 0.5923
  syn_area_per_cell_um2: 13.42
  ys_seq_share: 0
  synth.distinct_cells: 11
  yosys_area_um2: 2053
  synthTopCellsByArea: "mux4_2 59%, mux4_1 13%, a22oi_1 12%, buf_4 7.3%, nand2_1 2.9%"
  ys_cells: 153
  syn_inst: 153
  synth.cell_area_um2: 2053
  top_area_cell: "mux4_2"
  yosys_warnings: 0
worst_hold_path:
  hold_depth: 6
  worstHoldEndpoint: "out[13]"
  hold_path_class: "primary input to output port"
  hp-start: "K[13]"
finish:
  fill_cells: 1325
  layout-drive-gt1-share: 0.3812
  logic_area_um2: 1946
  nClkBuffers: 0
  syn_to_final_growth_pct: 175.7
  nFlopsAndLatches: 0
  final_cell_area_um2: 5660
  final_util: 0.4110
  regArea_um2: 0
floorplanning:
  ios: 276
  initial_utilization: 0.1491
  die_y_um: 138
  core-area_um2: 13770
  chipArea_um2: 19040
  num_rows: 43
  die_w_um: 138
setup_path:
  path_delay_family: "buffers and inverters"
  path_buffers: 3
  worst_ep_arrival_time_ps: 1840
  start_kind: "primary input"
  crit_path_max_fanout: 1
  cp-end-kind: "output port"
  worstPathCellList: "clkdlybuf4s50_1, mux4_2, a22oi_2, buf_4, nand2_2, buf_2"
  critical-path-max-stage-delay_ps: 470
  critical_path_class: "primary input to output port"
  crit_slowest_cell: "mux4_2"
  cp.required_ps: 1840
route:
  ant_nets: 0
  avgRoutedWirePerCell_um: 23.19
  antenna_cells: 0
  drt_iter0_drc: 107
  drc: 0
  via_count: 2798
  postRouteWirelength_um: 14520
  via_per_inst: 4.470
  dr.pass1.iters: 4
global_routing:
  grt_antenna_before_repair: 0
  overflow: 0
  grt_max_degree: 27
  grt_pass1_vias: 3374
  grt_pass1_wl_um: 21400
  grt_util_all_layers: 0.1478
power:
  power_density_nw_per_um2: 186.1
  p_leak_nw: 2.107
  vdd_ir_drop_max_mv: 0.09394
place:
  place_ws_ps: -444.7
  numPortBuffers: 276
  dp_hpwl_um: 12160
  placed_area_um2: 5117
  gp_congestion: 0.9184
final_timing:
  worst_pin_slew_ps: 237.6
  finalCritPeriodShare: 0.9979
  hold_viol: 0
  setup_slack_ps: 4.830
  finalMaxSlewViolations: 0
  setup_viol_count_final: 0
  setup-tns-final_ps: 0
  layout_min_cycle_time_ps: 2295
  clock.fmax_mhz: 435.7
  grt_setup_unrepaired: "true"
  max_slew_margin: 0.8416
status:
  status: "completed"
run:
  maxCapViolCount: 0
  warnings: 34
clock_tree:
  cts_hold_buf: 0
## per-stage QoR
step,hold slack (ps),total power (W),std cells
2_1_floorplan,1301,0.0003591,153
3_3_place_gp,2025,0.0009381,603
3_5_place_dp,2046,0.0009426,603
4_1_cts,1614,0.001066,626
5_1_grt,1645,0.001125,626
6_report,1586,0.001053,626
## layout by cell type, fill, tap and decap left out
| master | n |
|---|---|
| buf_12 | 13 |
| clkbuf_2 | 4 |
| nor2b_2 | 1 |
| clkdlybuf4s50_1 | 244 |
| and2_1 | 1 |
| dlymetal6s2s_1 | 3 |
| a22oi_2 | 31 |
| buf_6 | 8 |
| nor2_4 | 1 |
| mux4_2 | 63 |
| mux4_1 | 1 |
| nand2_2 | 2 |
| nand2_1 | 14 |
| bufbuf_16 | 1 |
| a22oi_1 | 1 |
| buf_8 | 7 |
| buf_4 | 19 |
| clkdlybuf4s15_1 | 1 |
| dlygate4sd2_1 | 11 |
| nor2b_4 | 1 |
| buf_16 | 7 |
| buf_2 | 12 |
## power by group
group / switching [W] / internal, W
sequential: 0 / 0
clock: 0 / 0
combinational: 0.000290 / 0.000763
## tightest hold or removal path: stages
cell	delay (ps)
dlymetal6s2s_1	80
mux4_2	240
a22oi_2	70
buf_4	140
nand2_2	40
buf_2	90
## area by class of cell
type                            instances  area share
Multi-Input combinational cell        116      0.3437
Tap cell                              180     0.03979
Timing Repair Buffer                  330      0.6165
## metal layers
metal,wire (um),GRT usage
met1,5737,0.1857
met2,7243,0.2455
met3,1428,0.05868
met4,106,0.01221
met5,0,0
## timing repair
item                       CTS  global route
setup buffers               16             2
pin swaps                   35            10
setup endpoints to repair   16            15
gates resized              129            16
cloned                       7             0
hold endpoints to repair     0             0
## cells by family (layout without fill, tap and decap cells)
family,after synthesis,in the layout,share of synthesized area
buffers and inverters,37,330,0.1225
AOI/OAI and AO/OA,32,32,0.1170
and+or+nand+nor,20,20,0.04022
muxes,64,64,0.7203
## how the worst max path moves through the flow
stage	slack, ps	startpoint	end	cells after the start
4_1_cts	-30	sel[0]	out[7]	8
5_1_grt	-70	sel[0]	out[7]	8
6_report	5	J[7]	out[7]	6
Power is estimated from default activity; no workload was simulated.
