$ cat design/flow/run.sh
#!/bin/bash
# OpenROAD 26Q1-2900-gdf79404cd8, Yosys 0.63+post, stock flow scripts
make -C /OpenROAD-flow-scripts/flow DESIGN_CONFIG=/design/flow/config.mk WORK_HOME=/design/flow/orfs finish
$ cat design/flow/config.mk
export PLATFORM = sky130hd
export DESIGN_NAME = SPI
export DESIGN_NICKNAME = SPI
export VERILOG_FILES = /design/flow/design.v
export SDC_FILE = /design/flow/constraint.sdc
export NUM_CORES = 4
export LEC_CHECK = 1
export CORE_AREA = 10 10 76 76
export DIE_AREA = 0 0 86 86
$ cat design/flow/constraint.sdc
current_design SPI

set clk_period 1.9
set clk_io_pct 0.2

create_clock -name clk0 -period $clk_period [get_ports {clk}]

set non_clock_inputs [all_inputs -no_clocks]
set_input_delay [expr $clk_period * $clk_io_pct] -clock clk0 $non_clock_inputs
set_output_delay [expr $clk_period * $clk_io_pct] -clock clk0 [all_outputs]
$ cat design/flow/design.v
module SPI(
	input clk,
	input load,
	input [15:0] in,
	output [15:0] out,
	output  CSX,
	output SDO,
	input SDI,
	output SCK
);
wire w0=1;
reg wCSX=1;
	  reg[4:0] bits=0;
           wire busy=|bits;
	 assign SCK= busy&~bits[0];
	always @(posedge clk)
		bits <= (load&~in[8])?1:((bits==16)?0:(busy?bits+1:0));
	reg [7:0] shift=0;
	assign out = {busy,7'd0,shift};
	reg miso_s;
	always @(posedge clk)
		miso_s <= SDI;
	always @(posedge clk)
		shift <= load?in[7:0]:(~SCK?shift:{shift[6:0],miso_s});
	always @(posedge clk)
		 wCSX<=load?in[8]:wCSX;
	assign CSX=wCSX;
	assign SDO=shift[7];	
endmodule
==> flow_summary.rst <==
Implementation results
======================

.. list-table::
   :header-rows: 1

   * - Metric
     - Value
   * - Final worst-path setup slack
     - 179 ps
   * - Yosys top cell area share
     - 37.3%
   * - Final Hold Violating Endpoints
     - 0
   * - Cell Area, Placed
     - 990 sq um
   * - Number of hold-repair buffers added at the cts stage
     - 0
   * - Leftover overflow at the end of global routing
     - 0
   * - Highest Clock Rate
     - 581 MHz
   * - Commonest cells post-synth
     - buf_4 (9), edfxtp_1 (9), mux2_2 (7), dfxtp_1 (6)
   * - Wire length of the first global-routing pass
     - 2.46 mm
   * - Comb area
     - 273 sq um
   * - Number of design rule violations left after detail routing
     - 0
   * - Synth flops
     - 15
   * - Core ar.
     - 4120 sq um
   * - Mux share of post-synthesis cell area
     - 13.8%
   * - Pre-CTS setup slack
     - 137 ps
   * - Antenna diode count
     - 0
   * - Synthesized cell area
     - 724 sq um
   * - Setup TNS Final
     - 0 ps
   * - Result of the run
     - complete, no violations
   * - Synth Warn #
     - 1
   * - Post-DRT Antenna Nets
     - 0
   * - Post-synthesis share of cell area spent on full adders, half adders and majority gates
     - 3.45%
   * - Commonest flop
     - edfxtp_1
   * - Final Instance Area
     - 1040 sq um
   * - Clock buffer count from CTS
     - 3
   * - PD cells
     - 1170 nW/um^2
   * - Setup violation total in the final timing report
     - 0
   * - Worst IR drop on VDD
     - 0.748 mV
   * - Count of buffers inserted at the top-level ports
     - 23
   * - Kind of critical path
     - reg -> out
   * - Area figure in the yosys stat output
     - 724 sq um
   * - Vias
     - 479
   * - Worst path cell trace
     - inv_1, ha_1, nor3b_4, buf_4, a21oi_2, clkbuf_2
   * - Number of inserted filler cells in the final layout
     - 430
   * - Critical Path End Type
     - output pin
   * - RSZ-0062 raised after global routing
     - false
   * - Storage element area
     - 393 sq um
   * - Top delay family on crit path
     - flip-flops
   * - Area Growth Syn to Fin
     - 43.9%
   * - CTS Root Buffer Type
     - clkbuf_8
   * - AO/OA Area Share
     - 2.94%
   * - Core Util at FP
     - 17.6%
   * - Top cells by area
     - edfxtp_1 (37%), dfxtp_1 (17%), mux2_2 (11%)
   * - Vias in the first global route
     - 496
   * - Cell count listed in synth_stat.txt
     - 58
   * - Synthesized-area fraction occupied by xor and xnor cells
     - 1.21%
   * - Tcrit/Tclk final
     - 90.6%
   * - Mean instance size in the synthesized netlist
     - 12.5 sq um
   * - Sequential element share of the synthesized area
     - 53.9%
   * - Crit-path slowest cell
     - dfxtp_2
   * - Stage delay of the slowest cell on the critical path
     - 330 ps
   * - Largest fanout on the critical path
     - 4
   * - Lkg Pwr
     - 0.000400 uW
   * - Detailed-route wire length
     - 1.42 mm
   * - Clk_skew
     - 0.751 ps
   * - Logic family by area
     - multiplexers
   * - Final critical delay including setup and external delays
     - 1720 ps
   * - Cell count after synthesis
     - 58
   * - Total half-perimeter wirelength after legalization and detailed placement
     - 1.15 mm
   * - AND/OR/NAND/NOR Cells, Area Fraction
     - 12.6%
   * - Fraction of final layout cells sized beyond drive strength 1
     - 23.5%
   * - Post-synth tally of flip-flops with integrated enable
     - 9
   * - Skew-Pair Late Insertion Delay
     - 240 ps
   * - Reg clk slew, reported paths
     - 60 ps
   * - Final count of pins violating max slew
     - 0
   * - Floorplan row count
     - 23
   * - Total Routing Usage GR
     - 4.03%
   * - Hold WC Path Type
     - reg -> reg
   * - Level count of the clock H-tree
     - 1
   * - Tool warnings
     - 33
   * - Final Util
     - 25.3%
   * - CTS tree
     - done
   * - Worst path required time
     - 1520 ps
   * - Number of different library cells in the post-synthesis netlist
     - 24
   * - Num ports
     - 38
   * - Worst Path Buf+Inv
     - 3
   * - Number of iterations in the first detailed-routing pass
     - 4
   * - Die x size
     - 86 um
   * - Post-synth ARST share
     - 0%
   * - Maximum number of buffers from clock root to sink
     - 2
   * - Count of clock tree sinks
     - 15
   * - Largest net degree at the start of global routing
     - 11
   * - Chip height
     - 86 um
   * - Cell type contributing the most total cell area after synthesis
     - edfxtp_1
   * - Number of antenna violations at the first check in global routing
     - 0
   * - Total of max-cap violations
     - 0
   * - Arrival time at the worst endpoint
     - 1340 ps
   * - Placer congestion estimate
     - 0.717
   * - Total Power Consumption
     - 1220 uW
   * - CP startpoint kind
     - flip-flop
   * - DRT iter0 DRCs
     - 7
   * - Total die size
     - 7400 sq um
   * - Routed len/inst
     - 10.5 um
   * - Detail-routed via count per cell
     - 3.55
## per-stage QoR
step / std cells / hold slack [ps]
CTS: 135 / 517
finish: 135 / 515
global placement: 130 / 500
detailed placement: 130 / 508
floorplan: 64 / 408
global route: 135 / 555
## area by class of cell
class / count / area share [%]
Multi-Input combinational cell: 36 / 26.2
Sequential cell: 15 / 37.7
Timing Repair Buffer: 27 / 24.7
Inverter: 3 / 1.08
Clock buffer: 4 / 4.32
Tap cell: 50 / 6.00
## sequential cells by signal (all words and copies together) (netlist names)
signal / flops
bits: 5
miso_s: 1
wCSX: 1
shift: 8
## what timing repair did
item / CTS / global route
pin swaps: 1 / 1
endpoints found under the setup margin: 2 / 2
setup buffers: 1 / 0
gates resized: 3 / 3
## power breakdown
group	internal (uW)	total (uW)	leakage [uW]	switching, uW
combinational	295	438	0.000237	142
clock	148	249	0.0000228	101
sequential	472	534	0.000140	62.0
total	915	1220	0.000400	305
## routing by layer
metal,global-route usage (%),wire length (um),vias to the layer above
met2,5.81,593,21
met4,0.150,0,0
met1,5.23,677,218
li1,-,-,240
met3,2.57,150,0
met5,0,0,-
## logic make-up (layout without fill, tap and decap cells)
family / after synthesis / after routing
compound gates: 3 / 3
fa+ha+maj: 2 / 2
buf+inv: 13 / 34
simple gates: 14 / 14
xor+xnor: 1 / 1
flops: 15 / 15
other cells: 1 / 7
mux: 9 / 9
## path summary, 6_finish.rpt
| kind | depth (start not counted) | slack (ps) | from | to |
|---|---|---|---|---|
| max reg2reg | 6 | 230 | bits[1] | shift[6] |
| min | 2 | 520 | bits[4] | bits[4] |
| min reg2reg | 2 | 520 | bits[4] | bits[4] |
| max | 6 | 180 | bits[1] | SCK |
## tightest hold or removal path: cells and delay by family, from the launching register on
kind             cells  cell delay [ps]
flip-flops           1              330
AND/OR/NAND/NOR      2              140
## layout by cell type, fill, tap and decap left out
cell and count:
ha_1 2, clkbuf_2 1, dlymetal6s2s_1 1, nand3b_1 1
o21bai_1 1, dfxtp_1 4, inv_1 3, mux2i_1 1
edfxtp_1 9, clkdlybuf4s50_1 21, mux2_1 1, nor4_1 1
buf_4 4, nand3_1 1, a21oi_1 1, nor2_1 2
nor3b_1 1, dfxtp_2 2, nor2b_2 1, a21oi_2 1
clkbuf_1 1, nand2b_1 2, mux2_2 7, or2_1 1
nand2_1 3, nor3b_4 1, clkbuf_8 3, conb_1 7
xor2_1 1
No activity file was given, so power comes from the tool's default toggle rates.
